--- /design/flow/config.mk ---
export PLATFORM = sky130hd
export DESIGN_NAME = keyPad
export DESIGN_NICKNAME = keyPad
export VERILOG_FILES = /design/flow/design.v
export SDC_FILE = /design/flow/constraint.sdc
export NUM_CORES = 4
export LEC_CHECK = 1
export CORE_AREA = 10 10 84 84
export DIE_AREA = 0 0 94 94
--- /design/flow/constraint.sdc ---
current_design keyPad

set clk_period 1.4
set clk_io_pct 0.2

create_clock -name clk0 -period $clk_period [get_ports {clk}]

set non_clock_inputs [all_inputs -no_clocks]
set_input_delay [expr $clk_period * $clk_io_pct] -clock clk0 $non_clock_inputs
set_output_delay [expr $clk_period * $clk_io_pct] -clock clk0 [all_outputs]
--- /design/flow/design.v ---
module keyPad(reset, equals, clk, digit, door_status_correct, door_status_incorrect);
	input reset, clk, equals;
	input [3:0] digit;
	reg[3:0] stored_digit;
	reg [3:0]state, next_state;
	output door_status_correct;
	output door_status_incorrect;
	wire LD_N;
	localparam XInit = 5'd0;
	localparam XFinish = 5'd1;
	localparam XIncorrect = 5'd2;
	localparam XCheckFirstDigit = 4'd3;
	localparam XGetSecond = 5'd4;
	localparam XCheckSecondDigit = 5'd5;
	localparam XGetThird = 5'd6;
	localparam XCheckThirdDigit = 5'd7;
	localparam XGetFourth = 5'd8;
	localparam XCheckFourthDigit = 5'd9;
	localparam XGetFifth = 5'd10;
	localparam XCheckFifthDigit = 5'd11;
	localparam XGetSixth = 5'd12;
	localparam XCheckSixthDigit = 5'd13;
	localparam XGetSeventh = 5'd14;
	localparam XCheckSeventhDigit = 5'd15;
	localparam XGetEigth = 5'd16;
	localparam XCheckEigthDigit = 5'd17;
	initial begin
		state <= XInit;
		stored_digit <= 'd0;
	end
	always @(posedge clk)
		if (reset)
			state <= XInit;
		else
			state <= next_state;
	always @(posedge clk)
	begin
		stored_digit <= LD_N ? digit : stored_digit;
	end
	always @(*)
	case(state)
		XInit:
			if(equals)
				next_state <= XCheckFirstDigit;
			else
				next_state <= XInit;
		XCheckFirstDigit:
			if(reset)
				next_state <= XInit;
			else if(stored_digit == 4'd3)
				next_state <= XGetSecond;
			else
				next_state <= XIncorrect;
		XGetSecond:
			if(reset)
				next_state <= XInit;
			else if(equals)
				next_state <= XCheckSecondDigit;
			else
				next_state <= XGetSecond;
		XCheckSecondDigit:
			if(reset)
				next_state <= XInit;
			else if(stored_digit == 4'd9)
				next_state <= XGetThird;
			else
				next_state <= XIncorrect;
		XGetThird:
			if(reset)
				next_state <= XInit;
			else if(equals)
				next_state <= XCheckThirdDigit;
			else
				next_state <= XGetThird;
		XCheckThirdDigit:
			if(reset)
				next_state <= XInit;
			else if(stored_digit == 4'd0)
				next_state <= XGetFourth;
			else
				next_state <= XIncorrect;
		XGetFourth:
			if(reset)
				next_state <= XInit;
			else if(equals)
				next_state <= XCheckFourthDigit;
			else
				next_state <= XGetFourth;
		XCheckFourthDigit:
			if(reset)
				next_state <= XInit;
			else if(stored_digit == 4'd0)
				next_state <= XGetFifth;
			else
				next_state <= XIncorrect;
		XGetFifth:
			if(reset)
				next_state <= XInit;
			else if(equals)
				next_state <= XCheckFifthDigit;
			else
				next_state <= XGetFifth;
		XCheckFifthDigit:
			if(reset)
				next_state <= XInit;
			else if(stored_digit == 4'd8)
				next_state <= XGetSixth;
			else
				next_state <= XIncorrect;
		XGetSixth:
			if(reset)
				next_state <= XInit;
			else if(equals)
				next_state <= XCheckSixthDigit;
			else
				next_state <= XGetSixth;
		XCheckSixthDigit:
			if(reset)
				next_state <= XInit;
			else if(stored_digit == 4'd1)
				next_state <= XGetSeventh;
			else
				next_state <= XIncorrect;
		XGetSeventh:
			if(reset)
				next_state <= XInit;
			else if(equals)
				next_state <= XCheckSeventhDigit;
			else
				next_state <= XGetSeventh;
		XCheckSeventhDigit:
			if(reset)
				next_state <= XInit;
			else if(stored_digit == 4'd2)
				next_state <= XGetEigth;
			else
				next_state <= XIncorrect;
		XGetEigth:
			if(reset)
				next_state <= XInit;
			else if(equals)
				next_state <= XCheckEigthDigit;
			else
				next_state <= XGetEigth;
		XCheckEigthDigit:
			if(reset)
				next_state <= XInit;
			else if(stored_digit == 4'd1)
				next_state <= XFinish;
			else
				next_state <= XIncorrect;	
	endcase
	assign LD_N = (state == XInit || state == XGetSecond || state == XGetThird || state == XGetFourth || state == XGetFifth || state == XGetSixth || state == XGetSeventh || state == XGetEigth);
	assign door_status_correct = (state == XFinish);
	assign door_status_incorrect = (state == XIncorrect);
endmodule
--- /design/flow/run.sh ---
#!/bin/bash
# OpenROAD 26Q1-2900-gdf79404cd8, Yosys 0.63+post, stock flow scripts
make -C /OpenROAD-flow-scripts/flow DESIGN_CONFIG=/design/flow/config.mk WORK_HOME=/design/flow/orfs finish
==> metrics.yaml <==
status: "completed"
critPathCaptureType: "output port"
cp.required_ps: 1120
r2r_slack_ps: 110
io_pins: 9
clk_transition_reported_paths_ps: 40
chipWidth_um: 94
yosysWarningCount: 1
rr_worst_depth: 3
finalCritPeriodShare_pct: 95.0
drive_gt1_share_pct: 19.0
slew_viol_final: 0
synth_top_cell_by_area: "edfxtp_1"
peakVddDrop_mv: 0.212
ys_ff: 12
ys_area_um2: 594
cts_buffers: 3
untimed_endpoints: 4
gp_congestion: 0.853
syn-cell-area_um2: 594
p_per_area_mw_per_mm2: 741
io_buffers: 8
yosys_cells: 65
num_rows: 26
final_antenna_net_count: 0
drtIter0Drc: 24
grt_pass1_vias: 521
setup_viol: 0
clockBufferDepth: 2
antenna_found_initial: 0
overflow: 0
hp-class: "in2reg"
unclocked_pins: 4
rsz0062_at_grt: "false"
clock_latency_ps: 220
cp_num_buf_inv: 1
ctsRootBufferMaster: "clkbuf_8"
worstSetupPathDepth: 4
fp_util_pct: 11.4
relSlewSlack_pct: 73.2
critPathCapture: "door_status_incorrect"
synth_top_area_share_pct: 20.2
ys_types: 29
p_total_w: 0.000623
drt_pass1_iterations: 4
syn_avg_cell_area_um2: 9.14
placed_area_um2: 783
viasPerCell: 3.66
drc: 0
skew_ps: 5.50
n_antenna_cell: 0
die_y_um: 94
globalRouteTotalUtil_pct: 3.26
period_needed_ps: 1330
worst_path_largest_cell_delay_ps: 330
chip_area_mm2: 0.00884
r2r_end: "stored_digit[2]"
syn_inst: 65
tool_warnings: 25
htree_num_levels: 1
syn_to_final_growth_pct: 41.5
cp-start-kind: "flop"
wl_per_cell_um: 9.61
design_area_um2: 841
fill_cells: 590
cp_max_fo: 3
grt_pass1_wl_um: 2370
hold_viol: 0
drv_cap: 0
via_count: 545
cp.arrival_ps: 1050
critPathTopFamily: "flip-flops"
crit_chain: "nor2_4 > nand2_1 > nor2_1 > dlygate4sd2_1"
hold_depth: 1
synthTopCellsByArea: "edfxtp_1, dfxtp_1, dlxtn_1"
path_class: "reg2out"
r2r-start: "state[2]"
cts_tree: "done"
wirelength_um: 1430
hpwlAfterDp_um: 1090
coreArea_mm2: 0.00520
critPathSlowestCell: "dfxtp_2"
worst_slew_pin_slew_ps: 402
fmax_mhz: 752
critPathLaunch: "state[3]"
ctsHoldBuffers: 0
p_leak_nw: 0.290
grt_max_degree: 12
[state kept, by name, indices dropped and copies added, names as in the netlist]
register	cells
state	4
next_state	4
stored_digit	4
[power breakdown]
group | total, W | switching (W) | internal [W] | leakage (nW)
Combinational | 0.0000714 | 0.0000326 | 0.0000388 | 0.163
Sequential | 0.000275 | 0.00000981 | 0.000265 | 0.104
Clock | 0.000276 | 0.0000799 | 0.000196 | 0.0228
[final cells by class]
class	instances	area (um2)	share of cell area, %
inverters	1	3.75	0.446
flip-flops and latches	12	262	31.1
clock buffers	4	45.0	5.36
multi-input cells	47	313	37.2
well taps	70	87.6	10.4
repair buffers	15	130	15.5
[metrics by stage]
step                      TNS, ps  cells  hold slack (ps)  worst slack [ps]  util (%)
after floorplan                 0     65              379               205         -
after global placement      -46.6    145              841             -24.8      15.0
after detailed placement    -17.7    145              854             -12.7      15.0
after CTS                       0    149              619              14.7      16.0
after global routing            0    149              625              11.8      16.2
final                           0    149              618              69.9      16.2
[cell usage after synthesis (all sizes together)]
cell type and number:
nand4 4, o22ai 2, inv 1, or4b 1, a311oi 1, nand3 3, nor2b 5, edfxtp 4
a32oi 1, nand2b 2, or3b 1, a31oi 1, a21oi 4, o41ai 1, xnor2 1, dlxtn 4
dfxtp 4, buf 5, nor4bb 1, or3 1, o211ai 1, nor3 2, nor4b 2, nor2 8
nor3b 2, nand2 2, o22a 1
[placed cells by master (no fill, tap or decap), drive strengths merged, types with 2 or more instances in the layout]
cell,n
nand2b,2
nor2b,5
edfxtp,4
nor3,2
a21oi,4
clkdlybuf4s50,6
dfxtp,4
nand4,4
nor4b,2
clkbuf,4
nor3b,2
o22ai,2
dlygate4sd2,2
buf,7
nand3,3
dlxtn,4
nor2,8
nand2,2
[logic make-up (layout without fill, tap and decap cells)]
kind of cell           Yosys count  count (layout)  share of synthesized area (%)
flip-flops                       8               8                           33.7
AND-OR/OR-AND                   12              12                           14.7
XOR/XNOR                         1               1                           1.47
latches                          4               4                           10.1
AND/OR/NAND/NOR                 34              34                           34.1
buffers and inverters            6              20                           5.89
[per-layer routing]
metal	wire (um)	vias up	share of wire, %	track usage (%)
li1	-	272	-	-
met2	696	10	49	5.47
met1	661	261	46	3.99
met3	67	2	4.7	1.05
met4	7	0	0.49	0.633
met5	0	-	0	0
[timing repair]
| item | 4_1_cts | 5_1_grt |
|---|---|---|
| buffers inserted | 0 | 0 |
| resized | 4 | 2 |
| pin swaps | 2 | 2 |
| endpoints found under the setup margin | 2 | 1 |
[worst min path at each step]
stage | slack (ps) | to | from
5_1_grt | 630 | stored_digit[3] | digit[3]
4_1_cts | 620 | stored_digit[3] | digit[3]
6_report | 620 | stored_digit[3] | digit[3]
Power and IR drop assume default switching activity.
